==> ./design.v <==
module PWM_core #(parameter n = 32, parameter m = 4)( 
input reset, clk,
input [n-1:0] switch_in,
input [n:0] pulse_period,
input [m-1:0] byteenable,
 output reg out, out_pin
);
reg [n-1:0] duty_cycle, counter;
always@(posedge clk or negedge reset)
begin
   if(~reset) 
   begin
		counter <= 32'b1; 
		duty_cycle <= 32'b0;
	end
	else if(counter == pulse_period)
	begin
		counter <= 32'b1;
	end
	else 
	begin
		counter <= counter + 1'b1;
		if(byteenable[0]) duty_cycle[7:0] <= switch_in[7:0];
	end
end 
always@(posedge clk)
begin
	if(counter <= duty_cycle)
	begin
		out = 1'b1;
		out_pin = 1'b1;
	end
	else 
	begin
		out = 1'b0;
		out_pin = 1'b0;
	end
end
endmodule
module avalon_wrapper (
	input wire csi_clk,
	input wire rsi_rst_n, 
	input wire avs_s0_read, 
	input wire avs_s0_write, 
	input wire avs_s0_chip_select, 
	input wire [3:0] avs_s0_byteenable, 
	input wire[31:0] avs_s0_writedata, 
	input wire [1:0] avs_s0_address,
	output wire [31:0] avs_s0_readdata,
	output coe_pwm_out
	);
	reg [31:0] pulse_width, period;
	reg [31:0] read_data;
	reg enable;
	wire load_pulse_width, load_period, load_enable;
	wire read_pulse_width, read_period, read_enable;
	wire pwm_out;
	wire [3:0] load_pulse_width_lanes;
	wire [3:0] load_period_lanes;
	assign coe_pwm_out = pwm_out & enable;
	assign avs_s0_readdata = read_data;
	PWM_core PWM_core0(
		.clk(csi_clk), 
		.reset(rsi_rst_n),
		.pulse_period(period),
		.switch_in(pulse_width),
		.out(pwm_out)
	);
	assign load_pulse_width = avs_s0_chip_select & avs_s0_write & (avs_s0_address == 0);
	assign load_period = avs_s0_chip_select & avs_s0_write & (avs_s0_address == 1);
	assign load_enable = avs_s0_chip_select & avs_s0_write & (avs_s0_address == 2);
	assign read_pulse_width = avs_s0_chip_select & avs_s0_read & (avs_s0_address == 0);
	assign read_period = avs_s0_chip_select & avs_s0_read & (avs_s0_address == 1);
	assign read_enable = avs_s0_chip_select & avs_s0_read & (avs_s0_address == 2);
	always @ (posedge csi_clk or negedge rsi_rst_n) begin
		if (rsi_rst_n == 0) begin
			pulse_width <= 250000; 
			period <= 500000; 
			enable <= 0;
		end
		else
		begin
			if (load_pulse_width == 1) begin
				if  (avs_s0_byteenable[0] == 1) begin
					pulse_width[7:0] <=avs_s0_writedata[7:0];
				end 
				if  (avs_s0_byteenable[1] == 1) begin
					pulse_width[15:8] <=avs_s0_writedata[15:8];
				end 
				if  (avs_s0_byteenable[2] == 1) begin
					pulse_width[23:16] <=avs_s0_writedata[23:16];
				end 
				if  (avs_s0_byteenable[3] == 1) begin
					pulse_width[31:24] <=avs_s0_writedata[31:24];
				end 
			end
			if (load_period == 1) begin
				if  (avs_s0_byteenable[0] == 1) begin
					period[7:0] <=avs_s0_writedata[7:0];
				end 
				if  (avs_s0_byteenable[1] == 1) begin
					period[15:8] <=avs_s0_writedata[15:8];
				end 
				if  (avs_s0_byteenable[2] == 1) begin
					period[23:16] <=avs_s0_writedata[23:16];
				end 
				if  (avs_s0_byteenable[3] == 1) begin
					period[31:24] <=avs_s0_writedata[31:24];
				end 
			end
			if (load_enable== 1) begin
				if  (avs_s0_byteenable[0] == 1) begin
					enable <= avs_s0_writedata[0];
				end 
			end
		end  
	end  
	always @ (posedge csi_clk) begin
		if (read_pulse_width == 1) begin
			if  (avs_s0_byteenable[0] == 1) begin
				read_data[7:0] <= pulse_width[7:0];
			end 
			if  (avs_s0_byteenable[1] == 1) begin
				read_data[15:8] <= pulse_width[15:8];
			end 
			if  (avs_s0_byteenable[2] == 1) begin
				read_data[23:16] <= pulse_width[23:16];
			end 
			if  (avs_s0_byteenable[3] == 1) begin
				read_data[31:24] <= pulse_width[31:24];
			end 
		end
		if (read_period == 1) begin
			if  (avs_s0_byteenable[0] == 1) begin
				read_data[7:0] <= period[7:0];
			end 
			if  (avs_s0_byteenable[1] == 1) begin
				read_data[15:8] <= period[15:8];
			end 
			if  (avs_s0_byteenable[2] == 1) begin
				read_data[23:16] <= period[23:16];
			end 
			if  (avs_s0_byteenable[3] == 1) begin
				read_data[31:24] <= period[31:24];
			end 
		end
		if (read_enable== 1) begin
			if  (avs_s0_byteenable[0] == 1) begin
				read_data <= enable;
			end
		end
	end
endmodule
==> ./run.sh <==
#!/bin/bash
# OpenROAD 26Q1-2900-gdf79404cd8, Yosys 0.63+post, stock flow scripts
make -C /OpenROAD-flow-scripts/flow DESIGN_CONFIG=/design/flow/config.mk WORK_HOME=/design/flow/orfs finish
==> ./config.mk <==
export PLATFORM = sky130hd
export DESIGN_NAME = avalon_wrapper
export DESIGN_NICKNAME = avalon_wrapper
export VERILOG_FILES = /design/flow/design.v
export SDC_FILE = /design/flow/constraint.sdc
export NUM_CORES = 4
export LEC_CHECK = 1
export CORE_UTILIZATION = 50
==> ./constraint.sdc <==
current_design avalon_wrapper

set clk_period 4.2
set clk_io_pct 0.2

create_clock -name clk0 -period $clk_period [get_ports {csi_clk}]

set non_clock_inputs [all_inputs -no_clocks]
set_input_delay [expr $clk_period * $clk_io_pct] -clock clk0 $non_clock_inputs
set_output_delay [expr $clk_period * $clk_io_pct] -clock clk0 [all_outputs]
==> ci_impl_report.md <==
### Metrics collected by this job

| Metric | Value |
|---|---|
| First-pass GRT wire length | 23,000 µm |
| Final Hold Fails | 0 |
| CTS H-tree lvls | 4 |
| Ys cells | 537 |
| Yosys warnings | 4 |
| Mapped cell area | 6140 µm² |
| Final ANT Viol Nets | 0 |
| Top cells by area | dfrtp_1 33%, mux2_2 12%, dfxtp_1 11%, dfstp_2 6.4%, xnor2_1 5.8% |
| Tcrit/Tclk final | 65.6% |
| Die ar. | 12,700 µm² |
| Setup violators final | 0 |
| Die span in x | 113 µm |
| Arrival @ worst endpoint | 3.09 ns |
| Leak pwr | 3.03 nW |
| GRT Util Overall | 24.5% |
| Rows | 40 |
| Vias after detailed routing | 4,396 |
| DRT Wirelength | 13,700 µm |
| Pwr dens | 514 nW/µm² |
| Final slew viol count | 0 |
| Yosys cell types | 47 |
| Crit end category | flip-flop |
| Hold_buf cts | 0 |
| Core box area | 12,000 µm² |
| Post-synth EDFFs | 0 |
| Initial Utilization | 51.1% |
| Min Tclk post-route | 2.75 ns |
| Root buf cell | clkbuf_16 |
| Max frequency | 0.363 GHz |
| Setup bufs post-CTS | 0 |
| Worst-Skew Late Latency | 0.41 ns |
| 1st-iter DRT viols | 231 |
| Global route overflow | 0 |
| Avg Inst Size Synth | 11.4 µm² |
| Layout cells sized above 1 | 22.7% |
| CTS Sinks | 130 |
| Hold WS | 0.447 ns |
| Synthesis-to-layout area growth | 22.9% |
| HP Class | in -> async |
| CTS tree | done |
| Pre-antenna DRT Iters | 5 |
| Ports | 76 |
| DIE HEIGHT | 113 µm |
| Seq share, synth | 50.6% |
| OpenROAD warnings | 27 |
| Most common logic cell in the routed design | dfrtp_1 |
| Reg clk slew, reported paths | 0.06 ns |
| RSZ-0062 raised after global routing | no |
| Buffers on Ports | 75 |
| Number of diodes | 0 |
| Synth Flop Type | dfrtp_1 |
| YS chip area | 6140 µm² |
| Routed vias/inst | 5.78 |
| Leading area contributor after synthesis | dfrtp_1 |
| Number of global-route vias before repair | 4,331 |
| DR DRC count | 0 |
| Final Wtd Congestion | 0.875 |
| Area share, top type | 33.4% |
| FFs w/ async S/R, synth | 74.6% |
| IR drop worst, VDD | 0.279 mV |
| Critical Path RT | 4.53 ns |
| CTS Buf Count | 17 |
| DP HPWL | 9660 µm |
| Worst Clk Skew | 0.00464 ns |
| Filler instances | 952 |
| Pin count of the biggest net entering global routing | 50 |
| Cells after synthesis | 537 |
| MaxCap Viol Count | 0 |
| Top cells excl fill/tap | 82 x dfrtp_1, 73 x clkdlybuf4s50_1, 65 x mux2_2, 41 x xnor2_1, 34 x nor2_1 |
| Worst slew pin tran | 0.662 ns |
| Initial antenna violation count | 0 |
| Outcome | complete, no violations |
| Slew HR | 55.9% |
| Max clock buf depth | 2 |
| Crit start category | flip-flop |
| DR WL/cell | 18.1 µm |
| Post-CTS sizing | 0 |
| Setup TNS | 0 ns |
| Worst-path fanout max | 13 |
| Critical path type | reg -> reg |
| Flop and latch count out of synthesis | 130 |
per-layer routing:
layer	part of all wire, %	vias up	GRT usage, %
met3	4.8	16	4.04
met2	46	119	37.8
met1	48	2141	39.7
met5	0	-	0
met4	1.4	0	3.38
li1	-	2120	-
critical path, cell delays in order (launching register included):
cell     delay, ns
dfstp_2       0.59
ha_1          0.22
nand4_1       0.53
or3_1         0.66
or4_4         0.52
a22oi_2       0.15
cell usage after synthesis (3+ instances only):
library cell and number:
or4_4 5, dfxtp_1 33, clkbuf_1 27, a21oi_1 10
a22oi_1 12, buf_2 6, dfstp_2 15, dfrtp_1 82
nand2_1 24, nand4_1 16, nor3_1 4, mux2i_1 32
a211oi_1 31, and2_1 5, mux2_2 65, o31ai_1 14
nor4_1 13, inv_1 8, nor2_1 35, o21ai_0 5
or3_1 3, a22oi_2 6, nand3_1 7, xnor2_1 41
or4_1 10
final cells by class:
class	count	area, µm²	share of cell area [%]
clock inverters	10	109	1.44
multi-input cells	362	2860	37.8
well taps	147	184	2.44
repair buffers	81	788	10.4
inverters	8	30.0	0.398
flip-flops and latches	130	3110	41.2
clock buffers	22	474	6.28
registers in the layout, indices dropped and copies added, names as in the netlist:
name and cells:
PWM_core0.counter 32, PWM_core0.out 1, enable 1, period 32, pulse_width 32, read_data 32
final timing paths:
check,start,endpoint,slack [ns],depth (start not counted)
max,PWM_core0.counter[0],PWM_core0.counter[28],1.45,5
min,rsi_rst_n,pulse_width[11],0.45,1
max reg2reg,PWM_core0.counter[0],PWM_core0.counter[28],1.45,5
min reg2reg,read_data[3],read_data[3],0.49,2
max in group asynchronous,rsi_rst_n,period[20],2.69,2
min in group clk0,read_data[3],read_data[3],0.49,2
through the flow:
stage | instance area [µm²] | setup slack [ns] | util, % | std cells | power, W
global placement | 6960 | 1.47 | 58.0 | 728 | 0.00246
CTS | 7550 | 1.48 | 62.8 | 760 | 0.00392
finish | 7550 | 1.45 | 62.8 | 760 | 0.00388
floorplan | 6140 | 2.09 | - | 537 | 0.00213
detailed placement | 6960 | 1.38 | 58.0 | 728 | 0.00248
global route | 7550 | 1.33 | 62.8 | 760 | 0.00408
cells by family (layout without fill, tap and decap cells):
logic type	count (synthesis)	in the layout	share of synthesized area [%]
xor+xnor	43	43	6.13
buf+inv	45	121	3.18
fa+ha+maj	2	2	0.407
flops	130	130	50.6
compound gates	84	84	10.2
mux	97	97	17.1
simple gates	136	136	12.4
power by group:
part           switching (W)  leakage [nW]  internal, W  total [W]
clock network       0.000517         0.286     0.000915    0.00143
logic               0.000234          1.26     0.000452   0.000686
registers           0.000236          1.48      0.00153    0.00176
total               0.000987          3.03      0.00289    0.00388
Power and IR drop assume default switching activity.
